$ cat design.v
`default_nettype none
module my_chip (
    input logic [11:0] io_in,  
    output logic [11:0] io_out,  
    input logic clock,
    input logic reset  
);
    logic [15:0] a, b, y;
    logic [3:0] sel;
    logic signal;
    input_16 in1(.clock, .reset, .data_in(io_in[9:0]), .num1(a), .num2(b), .op(sel), .start(signal));
    fpu_16 calc(.a, .b_ori(b), .sel, .y);
    output_16 out1(.clock, .reset, .ans(y), .done_calc(signal), .data_out(io_out[9:0]));
endmodule
`default_nettype none
module fpu_16 (
    input logic [15:0] a,
    input logic [15:0] b_ori,
    input logic [3:0] sel,
    output logic [15:0] y
);
    logic [4:0] max_exp; 
    logic [4:0] min_exp; 
    logic a_nan, b_nan, a_inf, b_inf, a_0, b_0;
    logic [15:0] g, s;
    logic [14:0] ext_g_mantisa, ext_s_mantisa, ext_y_mantisa, ext_y_mantisa_nor;
    logic [11:0] ext_y_mantisa_round;
    logic over_underflow;
    logic [4:0] y_exp_nor;
    logic [4:0] a_exp_c, b_exp_c, y_exp_c, y_exp_c_nor, y_exp_c_round;
    logic a_exp_neg, b_exp_neg, y_exp_neg, y_exp_neg_nor, y_exp_neg_round, sticky;
    logic [21:0] temp_product, product_nor;
    logic [11:0] product_round;
    logic [9:0] y_product_mantisa;
    logic [15:0] b;
    assign b = (sel == 4'b0010)? {~b_ori[15], b_ori[14:0]} : {b_ori[15], b_ori[14:0]};
    assign max_exp = 5'b11110;
    assign min_exp = 5'b00001;
    assign a_nan = (a[14:10]==5'b11111 && a[9:0]!=10'd0);
    assign b_nan = (b[14:10]==5'b11111 && b[9:0]!=10'd0);
    assign a_inf = (a[14:10]==5'b11111 && a[9:0]==10'd0);
    assign b_inf = (b[14:10]==5'b11111 && b[9:0]==10'd0);
    assign a_0 = (a[14:10]==5'd0);
    assign b_0 = (b[14:10]==5'd0);
    always_comb begin
        g = 'd0;
        s = 'd0;
        ext_g_mantisa = 'd0;
        ext_s_mantisa = 'd0;
        ext_y_mantisa = 'd0;
        ext_y_mantisa_nor = 'd0;
        ext_y_mantisa_round = 'd0;
        over_underflow = 'd0;
        y_exp_nor = 'd0;
        a_exp_c = 'd0;
        b_exp_c = 'd0;
        y_exp_c = 'd0;
        y_exp_c_nor = 'd0;
        y_exp_c_round = 'd0;
        a_exp_neg = 'd0;
        b_exp_neg = 'd0;
        y_exp_neg = 'd0;
        y_exp_neg_nor = 'd0;
        y_exp_neg_round = 'd0;
        sticky = 'd0;
        temp_product = 'd0;
        product_nor = 'd0;
        product_round = 'd0;
        y_product_mantisa = 'd0;
        y = 'd0;
        if (a_nan || b_nan) y = 16'hFFFF;
        else if (a_inf&&b_inf&&(a[15]!=b[15])&&sel[1:0]>'d0) y = 16'hFFFF;
        else if (a_inf && sel[1:0]>'d0) y = a;
        else if (b_inf && sel[1:0]>'d0) y = b;
        else if ((a_inf || b_inf) && sel[3:2]>'d0 && a[15]==b[15]) y = 16'b0111110000000000;
        else if ((a_inf || b_inf) && sel[3:2]>'d0 && a[15]!=b[15]) y = 16'b1111110000000000;
        else if (a_0 && b_0 && sel[1:0]>'d0) y = 16'd0;
        else if (a_0 && sel[1:0]>='b01) y = b;
        else if (a_0 && sel[3:2]>'d0) y = 16'd0;
        else if (b_0 && sel[1:0]=='b01) y = a;
        else if (b_0 && sel[1:0]=='b10) y = {~a[15], a[14:0]};
        else if (b_0 && sel[3:2]>'d0) y = 16'd0;
        else if (a[15]!=b[15]&&a[14:0]==b[14:0]&& sel[1:0]>'d0) y = 'd0;
        else if (sel[1:0]>'d0) begin
            if (a[14:10]==b[14:10]) begin
                if (a[9:0] > b[9:0]) begin
                    g = a;
                    s = b;
                end
                else begin
                    g = b;
                    s = a;
                end
                ext_g_mantisa = {2'b01,g[9:0],3'b000};
                ext_s_mantisa = {2'b01,s[9:0],3'b000};
                if (g[15]!=s[15]) ext_y_mantisa = ext_g_mantisa-ext_s_mantisa;
                else ext_y_mantisa = ext_g_mantisa+ext_s_mantisa;
            end
            else begin
                if (a[14:10] > b[14:10]) begin
                    g = a;
                    s = b;
                end
                else begin
                    g = b;
                    s = a;
                end
                ext_g_mantisa = {2'b01,g[9:0],3'b000};
                ext_s_mantisa[14:1]={2'b01,s[9:0],2'b00}>>(g[14:10]-s[14:10]);
                if (g[14:10]-s[14:10] == 5'd1) ext_s_mantisa[0] = 0;
                else if (g[14:10]-s[14:10] == 'd2) ext_s_mantisa[0] = 0;
                else if (g[14:10]-s[14:10] == 'd3 && s[0]>1'd0) 
                        ext_s_mantisa[0] = 1;
                else if (g[14:10]-s[14:10] == 'd4 && s[1:0]>2'd0) 
                        ext_s_mantisa[0] = 1;
                else if (g[14:10]-s[14:10] == 'd5 && s[2:0]>3'd0) 
                        ext_s_mantisa[0] = 1;
                else if (g[14:10]-s[14:10] == 'd6 && s[3:0]>4'd0) 
                        ext_s_mantisa[0] = 1;
                else if (g[14:10]-s[14:10] == 'd7 && s[4:0]>5'd0) 
                        ext_s_mantisa[0] = 1;
                else if (g[14:10]-s[14:10] == 'd8 && s[5:0]>6'd0) 
                        ext_s_mantisa[0] = 1;
                else if (g[14:10]-s[14:10] == 'd9 && s[6:0]>7'd0) 
                        ext_s_mantisa[0] = 1;
                else if (g[14:10]-s[14:10] == 'd10 && s[7:0]>'d0) 
                        ext_s_mantisa[0] = 1;
                else if (g[14:10]-s[14:10] > 'd10) ext_s_mantisa[0] = 1;
                else ext_s_mantisa[0] = 0;
                if (g[15]!=s[15]) ext_y_mantisa = ext_g_mantisa-ext_s_mantisa;
                else ext_y_mantisa = ext_g_mantisa+ext_s_mantisa;
            end
            if (ext_y_mantisa[14]==1) begin
                if (g[14:10] < max_exp) begin
                    over_underflow = 0;
                    y_exp_nor = g[14:10]+1;
                    ext_y_mantisa_nor[14:1] = ext_y_mantisa[14:1] >> 1;
                    ext_y_mantisa_nor[0]=ext_y_mantisa[1]|ext_y_mantisa[0];
                end
                else begin
                    over_underflow = 1;
                    y[15] = g[15];
                    y[14:10] = 5'b11111;
                    y[9:0] = 10'd0;
                end
            end
            else if (ext_y_mantisa[13]==1) begin
                over_underflow = 0;
                y_exp_nor = g[14:10];
                ext_y_mantisa_nor = ext_y_mantisa;
            end
            else if (ext_y_mantisa[12]==1) begin
                if (g[14:10] > min_exp) begin
                    over_underflow = 0;
                    y_exp_nor = g[14:10]-'d1;
                    ext_y_mantisa_nor = ext_y_mantisa <<< 'd1;
                end
                else begin
                    over_underflow = 1;
                    y[15] = g[15];
                    y[14:0] = 'd0;
                end
            end
            else if (ext_y_mantisa[11]==1) begin
                if (g[14:10] > min_exp+'d1) begin
                    over_underflow = 0;
                    y_exp_nor = g[14:10]-'d2;
                    ext_y_mantisa_nor = ext_y_mantisa <<< 'd2;
                end
                else begin
                    over_underflow = 1;
                    y[15] = g[15];
                    y[14:0] = 'd0;
                end
            end
            else if (ext_y_mantisa[10]==1) begin
                if (g[14:10] > min_exp+'d2) begin
                    over_underflow = 0;
                    y_exp_nor = g[14:10]-'d3;
                    ext_y_mantisa_nor = ext_y_mantisa <<< 'd3;
                end
                else begin
                    over_underflow = 1;
                    y[15] = g[15];
                    y[14:0] = 'd0;
                end
            end
            else if (ext_y_mantisa[9]==1) begin
                if (g[14:10] > min_exp+'d3) begin
                    over_underflow = 0;
                    y_exp_nor = g[14:10]-'d4;
                    ext_y_mantisa_nor = ext_y_mantisa <<< 'd4;
                end
                else begin
                    over_underflow = 1;
                    y[15] = g[15];
                    y[14:0] = 'd0;
                end
            end
            else if (ext_y_mantisa[8]==1) begin
                if (g[14:10] > min_exp+'d4) begin
                    over_underflow = 0;
                    y_exp_nor = g[14:10]-'d5;
                    ext_y_mantisa_nor = ext_y_mantisa <<< 'd5;
                end
                else begin
                    over_underflow = 1;
                    y[15] = g[15];
                    y[14:0] = 'd0;
                end
            end
            else if (ext_y_mantisa[7]==1) begin
                if (g[14:10] > min_exp+'d5) begin
                    over_underflow = 0;
                    y_exp_nor = g[14:10]-'d6;
                    ext_y_mantisa_nor = ext_y_mantisa <<< 'd6;
                end
                else begin
                    over_underflow = 1;
                    y[15] = g[15];
                    y[14:0] = 'd0;
                end
            end
            else if (ext_y_mantisa[6]==1) begin
                if (g[14:10] > min_exp+'d6) begin
                    over_underflow = 0;
                    y_exp_nor = g[14:10]-'d7;
                    ext_y_mantisa_nor = ext_y_mantisa <<< 'd7;
                end
                else begin
                    over_underflow = 1;
                    y[15] = g[15];
                    y[14:0] = 'd0;
                end
            end
            else if (ext_y_mantisa[5]==1) begin
                if (g[14:10] > min_exp+'d7) begin
                    over_underflow = 0;
                    y_exp_nor = g[14:10]-'d8;
                    ext_y_mantisa_nor = ext_y_mantisa <<< 'd8;
                end
                else begin
                    over_underflow = 1;
                    y[15] = g[15];
                    y[14:0] = 'd0;
                end
            end
            else if (ext_y_mantisa[4]==1) begin
                if (g[14:10] > min_exp+'d8) begin
                    over_underflow = 0;
                    y_exp_nor = g[14:10]-'d9;
                    ext_y_mantisa_nor = ext_y_mantisa <<< 'd9;
                end
                else begin
                    over_underflow = 1;
                    y[15] = g[15];
                    y[14:0] = 'd0;
                end
            end
            else if (ext_y_mantisa[3]==1) begin
                if (g[14:10] > min_exp+'d9) begin
                    over_underflow = 0;
                    y_exp_nor = g[14:10]-'d10;
                    ext_y_mantisa_nor = ext_y_mantisa <<< 'd10;
                end
                else begin
                    over_underflow = 1;
                    y[15] = g[15];
                    y[14:0] = 'd0;
                end
            end
            else begin
                if (g[14:10] > min_exp+'d10) begin
                    over_underflow = 0;
                    y_exp_nor = g[14:10]-'d11;
                    ext_y_mantisa_nor = ext_y_mantisa <<< 'd11;
                end
                else begin
                    over_underflow = 1;
                    y[15] = g[15];
                    y[14:0] = 'd0;
                end
            end
            if (~over_underflow) begin
                if (ext_y_mantisa_nor[2:0] > 3'b100 || 
                    (ext_y_mantisa_nor[2:0] == 3'b100 && 
                    ext_y_mantisa_nor[3] == 1'b1)) begin
                    ext_y_mantisa_round = ext_y_mantisa_nor[14:3]+'d1;
                    if (ext_y_mantisa_round[11]==1) begin
                        if (y_exp_nor < max_exp) begin
                            y[15] = g[15];
                            y[14:10] = y_exp_nor+'d1;
                            y[9:0] = ext_y_mantisa_round[10:1];  
                        end
                        else begin
                            y[15] = g[15];
                            y[14:10] = 5'b11111;
                            y[9:0] = 10'd0;
                        end
                    end
                    else begin
                        y[15] = g[15];
                        y[14:10] = y_exp_nor;
                        y[9:0] = ext_y_mantisa_round[9:0];
                    end
                end
                else begin
                    ext_y_mantisa_round = ext_y_mantisa_nor[14:3];
                    y[15] = g[15];
                    y[14:10] = y_exp_nor;
                    y[9:0] = ext_y_mantisa_round[9:0];
                end
            end
        end
        else begin
            y[15] = (a[15]==b[15]) ? 0 : 1;
            if (a[14:10] < 5'd15 && b[14:10] < 5'd15) begin
                a_exp_neg = 1;
                b_exp_neg = 1;
                a_exp_c = 5'd15-a[14:10];
                b_exp_c = 5'd15-b[14:10];
            end
            else if (a[14:10] < 5'd15 && b[14:10] >= 5'd15) begin
                a_exp_neg = 1;
                b_exp_neg = 0;
                a_exp_c = 5'd15-a[14:10];
                b_exp_c = b[14:10]-5'd15;
            end
            else if (a[14:10] >= 5'd15 && b[14:10] < 5'd15) begin
                a_exp_neg = 0;
                b_exp_neg = 1;
                a_exp_c = a[14:10]-5'd15;
                b_exp_c = 5'd15-b[14:10];
            end
            else begin
                a_exp_neg = 0;
                b_exp_neg = 0;
                a_exp_c = a[14:10]-5'd15;
                b_exp_c = b[14:10]-5'd15;
            end
            if (a_exp_neg && b_exp_neg) begin
                y_exp_neg = 1;
                y_exp_c = a_exp_c+b_exp_c;
            end
            else if (a_exp_neg && ~b_exp_neg && b_exp_c >= a_exp_c) begin
                y_exp_neg = 0;
                y_exp_c = b_exp_c-a_exp_c;
            end
            else if (a_exp_neg && ~b_exp_neg && b_exp_c < a_exp_c) begin
                y_exp_neg = 1;
                y_exp_c = a_exp_c-b_exp_c;
            end
            else if (~a_exp_neg && b_exp_neg && a_exp_c >= b_exp_c) begin
                y_exp_neg = 0;
                y_exp_c = a_exp_c-b_exp_c;
            end
            else if (~a_exp_neg && b_exp_neg && a_exp_c < b_exp_c) begin
                y_exp_neg = 1;
                y_exp_c = b_exp_c-a_exp_c;
            end
            if (~a_exp_neg && ~b_exp_neg) begin
                y_exp_neg = 0;
                y_exp_c = a_exp_c+b_exp_c;
            end
            temp_product = {1'b1,a[9:0]}*{1'b1,b[9:0]};
            if (temp_product[21]==1'b1) begin
                product_nor = temp_product >> 1;
                if (y_exp_neg) y_exp_c_nor = y_exp_c-5'd1;
                else y_exp_c_nor = y_exp_c+5'd1;
                if (y_exp_c_nor == 5'd0) y_exp_neg_nor = 0;
                else y_exp_neg_nor = y_exp_neg;
            end
            else begin
                product_nor = temp_product;
                y_exp_c_nor = y_exp_c;
                y_exp_neg_nor = y_exp_neg;
            end
            sticky = (temp_product[7:0]>=8'd1) ? 1 : 0;
            if ({product_nor[9:8],sticky} > 3'b100 ||
                ({product_nor[9:8],sticky}==3'b100 &&
                 product_nor[12] == 1)) begin
                product_round = product_nor[21:10]+1;
                if (product_round[11]==1) begin
                    y_product_mantisa = product_round[10:1];
                    if (y_exp_neg_nor) y_exp_c_round = y_exp_c_nor-5'd1;
                    else y_exp_c_nor = y_exp_c-5'd1;
                    if (y_exp_c_round == 5'd0) y_exp_neg_round = 0;
                    else y_exp_neg_round = y_exp_neg_nor;
                end
                else begin
                    y_product_mantisa = product_round[9:0];
                    y_exp_c_round = y_exp_c_nor;
                    y_exp_neg_round = y_exp_neg_nor;
                end
            end
            else begin
                product_round = product_nor[21:10];
                y_product_mantisa = product_round[9:0];
                y_exp_c_round = y_exp_c_nor;
                y_exp_neg_round = y_exp_neg_nor;
            end
            if (y_exp_neg_round && y_exp_c_round > 5'd14) begin
                y[14:0] = 15'd0;
            end
            else if (y_exp_neg_round && y_exp_c_round <= 5'd14) begin
                y[14:10] = 5'd15 - y_exp_c_round;
                y[9:0] = y_product_mantisa;
            end
            else if (~y_exp_neg_round && y_exp_c_round > (max_exp-5'd15))begin
                y[14:10] = 5'b11111;
                y[9:0] = 10'd0;
            end
            else begin
                y[14:10] = y_exp_c_round+5'd15;
                y[9:0] = y_product_mantisa;
            end
        end
    end
endmodule : fpu_16
module input_16(
    input logic clock, reset,
    input logic [9:0] data_in,
    output logic [15:0] num1, num2,
    output logic [3:0] op,
    output logic start
);
    logic count;
    always_ff @(posedge clock or posedge reset) begin
        if (reset) begin
            num1 <= 'd0;
            num2 <= 'd0;
            op <= 'd0;
            start <= 0;
            count <= 'd0;
        end
        else if (data_in[1:0] == 2'b01) begin
            if (count == 0) begin
                num1[7:0] <= data_in[9:2];
                count <= 1;
            end
            else begin
                num1[15:8] <= data_in[9:2];
                count <= 0;
            end
        end
        else if (data_in[1:0] == 2'b10) begin
            if (count == 0) begin
                num2[7:0] <= data_in[9:2];
                count <= 1;
            end
            else begin
                num2[15:8] <= data_in[9:2];
                count <= 0;
            end
        end
        else if (data_in[1:0] == 2'b11) begin
            op <= data_in[5:2];
            start <= 'd1;
        end
        else if (start)
            start <= 0;
    end
endmodule: input_16
module output_16(
    input logic clock, reset,
    input logic [15:0] ans,
    input logic done_calc,
    output logic [9:0] data_out
);
    logic count;
    always_ff @(posedge clock or posedge reset) begin
        if (reset) begin
            data_out <= 'd0;
            count <= 0;
        end
        else if (done_calc) begin
            data_out[9:2] <= ans[15:8];
            data_out[1:0] <= 2'b11;
            count <= 1;
        end
        else if (count) begin
            data_out[9:2] <= ans[7:0];
            data_out[1:0] <= 2'b11;
            count <= 0;
        end
        else
            data_out <= 'd0;
    end
endmodule: output_16
`default_nettype none
module toplevel_chip (
    input [13:0] io_in,
    output [13:0] io_out
);
    my_chip mchip (
        .io_in(io_in[11:0]),
        .io_out(io_out[11:0]),
        .clock(io_in[12]),
        .reset(io_in[13])
    );
    assign io_out[13:12] = 2'b00;
endmodule
$ cat run.sh
#!/bin/bash
# OpenROAD 26Q1-2900-gdf79404cd8, Yosys 0.63+post, stock flow scripts
make -C /OpenROAD-flow-scripts/flow DESIGN_CONFIG=/design/flow/config.mk WORK_HOME=/design/flow/orfs finish
$ cat config.mk
export PLATFORM = sky130hd
export DESIGN_NAME = toplevel_chip
export DESIGN_NICKNAME = toplevel_chip
export VERILOG_FILES = /design/flow/design.v
export SDC_FILE = /design/flow/constraint.sdc
export NUM_CORES = 4
export LEC_CHECK = 1
export CORE_UTILIZATION = 30
$ cat constraint.sdc
current_design toplevel_chip

set clk_period 13.0
set clk_io_pct 0.2

create_clock -name clk0 -period $clk_period [get_ports {io_in}]

set non_clock_inputs [all_inputs -no_clocks]
set_input_delay [expr $clk_period * $clk_io_pct] -clock clk0 $non_clock_inputs
set_output_delay [expr $clk_period * $clk_io_pct] -clock clk0 [all_outputs]
==> impl_metrics.toml <==
# physical design summary
[outcome]
status = "complete, no violations"

[synthesis]
largest_area_cell = "ha_1"
yosysChipArea_sq_um = 16700
synth_flop_count = 48
synth_async_sr_flop_share_pct = 100
synth-cells-yosys = 2270
netlist_area_sq_um = 16700
synthesis.instances = 2270
most_common_library_cells_after_synthesis = "250 x nand2_1, 193 x nor2_1, 170 x a21oi_1, 170 x inv_1, 156 x ha_1"
ys.flop_type = "dfrtp_1"
synth-edff-count = 0
netlist_top_cells_area = "ha_1 12%, fa_1 10%, dfrtp_1 7.2%, nand2_1 5.6%, a21oi_1 5.1%"
synth.most_common_cell = "nand2_1"
total_of_warnings_raised_by_yosys = 5
ys_seq_share_pct = 7.21
top_area_share_pct = 11.7
synthDistinctLibCells = 115
postSynthAreaPerCell_sq_um = 7.34

[detailed_routing]
routedWlPerCell_um = 23.3
dr_total_vias = 18900
antenna_left = 0
route.final.wire_length_um = 71800
drt_drc_violations_left = 0
avgViaCountPerCell = 6.13
drt_pre_antenna_iters = 6
first_iter_violations = 1978

[critical_path]
crit_path_end_kind = "flop"
critPathMaxStageDelay_ps = 750
critical_path_startpoint_category = "flop"
r2r_cells = 35
worstPathRequired_ps = 13130
worst_path_cell_with_the_longest_stage_delay = "ha_1"
worst-setup-path-type = "flop to flop"
setup.worst_path.end = "mchip.out1.data_out[2]$_DFF_PP0_"
r2r_start = "mchip.in1.num2[11]$_DFFE_PP0P_"
startpoint = "mchip.in1.num2[11]$_DFFE_PP0P_"
critPathMaxFanout = 28
regToRegSetupSlack_ps = 1940
critical_path.reg2reg.endpoint = "mchip.out1.data_out[2]$_DFF_PP0_"
cp.arrival_ps = 11190
worst_path_most_repeated_cell = "ha_1"

[global_routing]
grt_start_max_net_pins = 40
via_count_of_the_first_global_routing_pass = 18600
grt_remaining_overflow = 0
use_met2_pct = 35.6
grt_first_pass_wirelength_um = 110000
gr-max-usage-layer = "met1"
met3_usage_pct = 10.4
initial_antenna_violation_count = 1
grt_use_met1_pct = 36.1
grt.total_usage_pct = 26.1

[die]
num_io_pins = 28
floorplan.die.width_um = 238
fp-row-count = 85
floorplanUtilization_pct = 30.6
floorplan.die_area_sq_um = 56500
die_ht_um = 238
core_area_sq_um = 54300

[pwr]
power_frac_clock_pct = 90.5
irDropWorstVdd_v = 0.000111
power.switching_fraction_pct = 24.9
cell_internal_pwr_w = 0.00128
power.density_nw_per_um2 = 87.0
combinationalPowerShare_pct = 0
switching_power_w = 0.000424
seq_power_share_pct = 9.5
p_leak_nw = 7.90

[hold_path]
worst_hold_path_class = "clock port to flop"

[sta]
maxClockFrequency_ghz = 0.0904
fin_skew_ps = 0.311
timing.slew.headroom_pct = 13.5
worst-slew-pin-transition_ps = 1260
finalCritPeriodShare_pct = 85.1
finalHoldViolations = 0
maxSlewViolCount = 0
grt_setup_unrepaired = "false"
final.min_clock_period_ps = 11060
setup_viol_count_final = 0
worst_slack_ps = 1940
final_setup_tns_ps = 0

[placement]
worst_slack_at_placement_ps = 2120
place_inst = 2939
routabilityCongestion = 1.04
portBuffers = 10
dpl.hpwl_um = 53000

[layout]
final_layout_size_suffix_gt1_share_pct = 11.0
area.combinational_sq_um = 14200
filler_cell_count = 5442
finish.cell_count_without_fillers = 3075
flow.area_growth_from_synthesis_pct = 17.7
footprint_of_the_flip_flops_and_latches_sq_um = 1200

[clock_tree]
cts_repair_resize_count = 0
tritoncts = "done"
clkSlewWorstSetupHoldPaths_ps = 50
clock_insertion_delay_worst_skew_ps = 260
post_cts_hold_buffer_count = 0
post_cts_setup_buffers = 0

[run]
max_cap_viol_count = 0
stage_log_warnings = 550
## cell families (layout without fill, tap and decap cells)
| kind of cell | Yosys count | in the layout | synth area share (%) |
|---|---|---|---|
| DFF | 48 | 48 | 7.21 |
| other | 1 | 5 | 0.0225 |
| AOI/OAI and AO/OA | 726 | 726 | 31.1 |
| muxes | 68 | 68 | 4.45 |
| buffers and inverters | 320 | 382 | 7.90 |
| and+or+nand+nor | 802 | 802 | 24.0 |
| adders and majority gates | 242 | 242 | 22.1 |
| xor gates and xnor gates | 63 | 63 | 3.31 |
## how the worst min path moves through the flow
stage / from / to / slack [ps] / depth (start not counted)
after CTS: io_in[9] / mchip.in1.num1[7]$_DFFE_PP0P_ / 60 / 4
after global routing: io_in[9] / mchip.in1.num1[7]$_DFFE_PP0P_ / 70 / 4
final: io_in[9] / mchip.in1.num1[7]$_DFFE_PP0P_ / 80 / 4
## placed cells by master, fill, tap and decap left out, types with 48 or more instances in the layout
cell       Yosys  routed
a21oi_1      170     170
buf_4          7      57
clkbuf_16      0      71
dfrtp_1       48      48
fa_1          86      86
ha_1         156     156
inv_1        170     218
nand2_1      250     250
nand3_1       66      66
nor2_1       193     193
o21ai_0      125     125
## power groups by stage
stage	clock, W	sequential, W	combinational, W
global route	0.00175	0.000161	0.0000000853
finish	0.00154	0.000161	0.0000000287
CTS	0.00171	0.000161	0.0000000407
## critical path, delay by kind of cell, from the launching register on
kind	cells	cell delay, ps
and+or+nand+nor	9	2360
buffers and inverters	3	760
DFF	1	530
AOI/OAI and AO/OA	17	4760
adders and majority gates	4	1890
xor gates and xnor gates	1	330
muxes	1	280
## per-layer routing
metal  routed length [um]  up-vias  part of all wire (%)
met5                   55        -                 0.077
met4                 3290        4                   4.6
met3                 8120      280                    11
met2                29600     1196                    41
met1                30700     8956                    43
li1                     -     8414                     -
## final cells by class
cell class | instances | area share (%)
Multi-Input combinational cell | 1905 | 72.3
Tap cell | 739 | 4.72
Inverter | 177 | 3.40
Antenna cell | 1 | 0.0128
Sequential cell | 48 | 6.13
Timing Repair Buffer | 67 | 2.69
Clock inverter | 60 | 1.49
Clock buffer | 78 | 9.25
## sequential cells by signal (all words and copies together) (netlist names)
name and flops:
mchip.out1.data_out 9, mchip.in1.start 1, mchip.in1.op 4, mchip.out1.count 1, mchip.in1.num1 16, mchip.in1.num2 16
mchip.in1.count 1
## per-stage QoR
stage	area [sq um]	hold WS [ps]	util (%)	power, W
floorplan	16700	105	-	0.000392
global placement	17500	105	32.2	0.000387
detailed placement	17500	105	32.2	0.000387
CTS	19600	58.9	36.1	0.00187
global route	19600	65.4	36.1	0.00191
finish	19600	83.5	36.1	0.00171
No activity file was given, so power comes from the tool's default toggle rates.
