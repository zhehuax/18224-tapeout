**/design/flow/config.mk**
```make
export PLATFORM = sky130hd
export DESIGN_NAME = top
export DESIGN_NICKNAME = top
export VERILOG_FILES = /design/flow/design.v
export SDC_FILE = /design/flow/constraint.sdc
export NUM_CORES = 4
export LEC_CHECK = 1
export CORE_UTILIZATION = 30
```
**/design/flow/constraint.sdc**
```tcl
current_design top

set clk_period 20.1
set clk_io_pct 0.2

create_clock -name clk0 -period $clk_period [get_ports {clock}]

set non_clock_inputs [all_inputs -no_clocks]
set_input_delay [expr $clk_period * $clk_io_pct] -clock clk0 $non_clock_inputs
set_output_delay [expr $clk_period * $clk_io_pct] -clock clk0 [all_outputs]
```
**/design/flow/design.v**
```verilog
`default_nettype none
module fpu_16 (
    input logic [15:0] a,
    input logic [15:0] b_ori,
    input logic [3:0] sel,
    output logic [15:0] y
);
    logic [4:0] max_exp; 
    logic [4:0] min_exp; 
    logic a_nan, b_nan, a_inf, b_inf, a_0, b_0;
    logic [15:0] g, s;
    logic [14:0] ext_g_mantisa, ext_s_mantisa, ext_y_mantisa, ext_y_mantisa_nor;
    logic [11:0] ext_y_mantisa_round;
    logic over_underflow;
    logic [4:0] y_exp_nor;
    logic [4:0] a_exp_c, b_exp_c, y_exp_c, y_exp_c_nor, y_exp_c_round;
    logic a_exp_neg, b_exp_neg, y_exp_neg, y_exp_neg_nor, y_exp_neg_round, sticky;
    logic [21:0] temp_product, product_nor;
    logic [11:0] product_round;
    logic [9:0] y_product_mantisa;
    logic [15:0] b;
    assign b = (sel == 4'b0010)? {~b_ori[15], b_ori[14:0]} : {b_ori[15], b_ori[14:0]};
    assign max_exp = 5'b11110;
    assign min_exp = 5'b00001;
    assign a_nan = (a[14:10]==5'b11111 && a[9:0]!=10'd0);
    assign b_nan = (b[14:10]==5'b11111 && b[9:0]!=10'd0);
    assign a_inf = (a[14:10]==5'b11111 && a[9:0]==10'd0);
    assign b_inf = (b[14:10]==5'b11111 && b[9:0]==10'd0);
    assign a_0 = (a[14:10]==5'd0);
    assign b_0 = (b[14:10]==5'd0);
    always_comb begin
        g = 'd0;
        s = 'd0;
        ext_g_mantisa = 'd0;
        ext_s_mantisa = 'd0;
        ext_y_mantisa = 'd0;
        ext_y_mantisa_nor = 'd0;
        ext_y_mantisa_round = 'd0;
        over_underflow = 'd0;
        y_exp_nor = 'd0;
        a_exp_c = 'd0;
        b_exp_c = 'd0;
        y_exp_c = 'd0;
        y_exp_c_nor = 'd0;
        y_exp_c_round = 'd0;
        a_exp_neg = 'd0;
        b_exp_neg = 'd0;
        y_exp_neg = 'd0;
        y_exp_neg_nor = 'd0;
        y_exp_neg_round = 'd0;
        sticky = 'd0;
        temp_product = 'd0;
        product_nor = 'd0;
        product_round = 'd0;
        y_product_mantisa = 'd0;
        y = 'd0;
        if (a_nan || b_nan) y = 16'hFFFF;
        else if (a_inf&&b_inf&&(a[15]!=b[15])&&sel[1:0]>'d0) y = 16'hFFFF;
        else if (a_inf && sel[1:0]>'d0) y = a;
        else if (b_inf && sel[1:0]>'d0) y = b;
        else if ((a_inf || b_inf) && sel[3:2]>'d0 && a[15]==b[15]) y = 16'b0111110000000000;
        else if ((a_inf || b_inf) && sel[3:2]>'d0 && a[15]!=b[15]) y = 16'b1111110000000000;
        else if (a_0 && b_0 && sel[1:0]>'d0) y = 16'd0;
        else if (a_0 && sel[1:0]>='b01) y = b;
        else if (a_0 && sel[3:2]>'d0) y = 16'd0;
        else if (b_0 && sel[1:0]=='b01) y = a;
        else if (b_0 && sel[1:0]=='b10) y = {~a[15], a[14:0]};
        else if (b_0 && sel[3:2]>'d0) y = 16'd0;
        else if (a[15]!=b[15]&&a[14:0]==b[14:0]&& sel[1:0]>'d0) y = 'd0;
        else if (sel[1:0]>'d0) begin
            if (a[14:10]==b[14:10]) begin
                if (a[9:0] > b[9:0]) begin
                    g = a;
                    s = b;
                end
                else begin
                    g = b;
                    s = a;
                end
                ext_g_mantisa = {2'b01,g[9:0],3'b000};
                ext_s_mantisa = {2'b01,s[9:0],3'b000};
                if (g[15]!=s[15]) ext_y_mantisa = ext_g_mantisa-ext_s_mantisa;
                else ext_y_mantisa = ext_g_mantisa+ext_s_mantisa;
            end
            else begin
                if (a[14:10] > b[14:10]) begin
                    g = a;
                    s = b;
                end
                else begin
                    g = b;
                    s = a;
                end
                ext_g_mantisa = {2'b01,g[9:0],3'b000};
                ext_s_mantisa[14:1]={2'b01,s[9:0],2'b00}>>(g[14:10]-s[14:10]);
                if (g[14:10]-s[14:10] == 5'd1) ext_s_mantisa[0] = 0;
                else if (g[14:10]-s[14:10] == 'd2) ext_s_mantisa[0] = 0;
                else if (g[14:10]-s[14:10] == 'd3 && s[0]>1'd0) 
                        ext_s_mantisa[0] = 1;
                else if (g[14:10]-s[14:10] == 'd4 && s[1:0]>2'd0) 
                        ext_s_mantisa[0] = 1;
                else if (g[14:10]-s[14:10] == 'd5 && s[2:0]>3'd0) 
                        ext_s_mantisa[0] = 1;
                else if (g[14:10]-s[14:10] == 'd6 && s[3:0]>4'd0) 
                        ext_s_mantisa[0] = 1;
                else if (g[14:10]-s[14:10] == 'd7 && s[4:0]>5'd0) 
                        ext_s_mantisa[0] = 1;
                else if (g[14:10]-s[14:10] == 'd8 && s[5:0]>6'd0) 
                        ext_s_mantisa[0] = 1;
                else if (g[14:10]-s[14:10] == 'd9 && s[6:0]>7'd0) 
                        ext_s_mantisa[0] = 1;
                else if (g[14:10]-s[14:10] == 'd10 && s[7:0]>'d0) 
                        ext_s_mantisa[0] = 1;
                else if (g[14:10]-s[14:10] > 'd10) ext_s_mantisa[0] = 1;
                else ext_s_mantisa[0] = 0;
                if (g[15]!=s[15]) ext_y_mantisa = ext_g_mantisa-ext_s_mantisa;
                else ext_y_mantisa = ext_g_mantisa+ext_s_mantisa;
            end
            if (ext_y_mantisa[14]==1) begin
                if (g[14:10] < max_exp) begin
                    over_underflow = 0;
                    y_exp_nor = g[14:10]+1;
                    ext_y_mantisa_nor[14:1] = ext_y_mantisa[14:1] >> 1;
                    ext_y_mantisa_nor[0]=ext_y_mantisa[1]|ext_y_mantisa[0];
                end
                else begin
                    over_underflow = 1;
                    y[15] = g[15];
                    y[14:10] = 5'b11111;
                    y[9:0] = 10'd0;
                end
            end
            else if (ext_y_mantisa[13]==1) begin
                over_underflow = 0;
                y_exp_nor = g[14:10];
                ext_y_mantisa_nor = ext_y_mantisa;
            end
            else if (ext_y_mantisa[12]==1) begin
                if (g[14:10] > min_exp) begin
                    over_underflow = 0;
                    y_exp_nor = g[14:10]-'d1;
                    ext_y_mantisa_nor = ext_y_mantisa <<< 'd1;
                end
                else begin
                    over_underflow = 1;
                    y[15] = g[15];
                    y[14:0] = 'd0;
                end
            end
            else if (ext_y_mantisa[11]==1) begin
                if (g[14:10] > min_exp+'d1) begin
                    over_underflow = 0;
                    y_exp_nor = g[14:10]-'d2;
                    ext_y_mantisa_nor = ext_y_mantisa <<< 'd2;
                end
                else begin
                    over_underflow = 1;
                    y[15] = g[15];
                    y[14:0] = 'd0;
                end
            end
            else if (ext_y_mantisa[10]==1) begin
                if (g[14:10] > min_exp+'d2) begin
                    over_underflow = 0;
                    y_exp_nor = g[14:10]-'d3;
                    ext_y_mantisa_nor = ext_y_mantisa <<< 'd3;
                end
                else begin
                    over_underflow = 1;
                    y[15] = g[15];
                    y[14:0] = 'd0;
                end
            end
            else if (ext_y_mantisa[9]==1) begin
                if (g[14:10] > min_exp+'d3) begin
                    over_underflow = 0;
                    y_exp_nor = g[14:10]-'d4;
                    ext_y_mantisa_nor = ext_y_mantisa <<< 'd4;
                end
                else begin
                    over_underflow = 1;
                    y[15] = g[15];
                    y[14:0] = 'd0;
                end
            end
            else if (ext_y_mantisa[8]==1) begin
                if (g[14:10] > min_exp+'d4) begin
                    over_underflow = 0;
                    y_exp_nor = g[14:10]-'d5;
                    ext_y_mantisa_nor = ext_y_mantisa <<< 'd5;
                end
                else begin
                    over_underflow = 1;
                    y[15] = g[15];
                    y[14:0] = 'd0;
                end
            end
            else if (ext_y_mantisa[7]==1) begin
                if (g[14:10] > min_exp+'d5) begin
                    over_underflow = 0;
                    y_exp_nor = g[14:10]-'d6;
                    ext_y_mantisa_nor = ext_y_mantisa <<< 'd6;
                end
                else begin
                    over_underflow = 1;
                    y[15] = g[15];
                    y[14:0] = 'd0;
                end
            end
            else if (ext_y_mantisa[6]==1) begin
                if (g[14:10] > min_exp+'d6) begin
                    over_underflow = 0;
                    y_exp_nor = g[14:10]-'d7;
                    ext_y_mantisa_nor = ext_y_mantisa <<< 'd7;
                end
                else begin
                    over_underflow = 1;
                    y[15] = g[15];
                    y[14:0] = 'd0;
                end
            end
            else if (ext_y_mantisa[5]==1) begin
                if (g[14:10] > min_exp+'d7) begin
                    over_underflow = 0;
                    y_exp_nor = g[14:10]-'d8;
                    ext_y_mantisa_nor = ext_y_mantisa <<< 'd8;
                end
                else begin
                    over_underflow = 1;
                    y[15] = g[15];
                    y[14:0] = 'd0;
                end
            end
            else if (ext_y_mantisa[4]==1) begin
                if (g[14:10] > min_exp+'d8) begin
                    over_underflow = 0;
                    y_exp_nor = g[14:10]-'d9;
                    ext_y_mantisa_nor = ext_y_mantisa <<< 'd9;
                end
                else begin
                    over_underflow = 1;
                    y[15] = g[15];
                    y[14:0] = 'd0;
                end
            end
            else if (ext_y_mantisa[3]==1) begin
                if (g[14:10] > min_exp+'d9) begin
                    over_underflow = 0;
                    y_exp_nor = g[14:10]-'d10;
                    ext_y_mantisa_nor = ext_y_mantisa <<< 'd10;
                end
                else begin
                    over_underflow = 1;
                    y[15] = g[15];
                    y[14:0] = 'd0;
                end
            end
            else begin
                if (g[14:10] > min_exp+'d10) begin
                    over_underflow = 0;
                    y_exp_nor = g[14:10]-'d11;
                    ext_y_mantisa_nor = ext_y_mantisa <<< 'd11;
                end
                else begin
                    over_underflow = 1;
                    y[15] = g[15];
                    y[14:0] = 'd0;
                end
            end
            if (~over_underflow) begin
                if (ext_y_mantisa_nor[2:0] > 3'b100 || 
                    (ext_y_mantisa_nor[2:0] == 3'b100 && 
                    ext_y_mantisa_nor[3] == 1'b1)) begin
                    ext_y_mantisa_round = ext_y_mantisa_nor[14:3]+'d1;
                    if (ext_y_mantisa_round[11]==1) begin
                        if (y_exp_nor < max_exp) begin
                            y[15] = g[15];
                            y[14:10] = y_exp_nor+'d1;
                            y[9:0] = ext_y_mantisa_round[10:1];  
                        end
                        else begin
                            y[15] = g[15];
                            y[14:10] = 5'b11111;
                            y[9:0] = 10'd0;
                        end
                    end
                    else begin
                        y[15] = g[15];
                        y[14:10] = y_exp_nor;
                        y[9:0] = ext_y_mantisa_round[9:0];
                    end
                end
                else begin
                    ext_y_mantisa_round = ext_y_mantisa_nor[14:3];
                    y[15] = g[15];
                    y[14:10] = y_exp_nor;
                    y[9:0] = ext_y_mantisa_round[9:0];
                end
            end
        end
        else begin
            y[15] = (a[15]==b[15]) ? 0 : 1;
            if (a[14:10] < 5'd15 && b[14:10] < 5'd15) begin
                a_exp_neg = 1;
                b_exp_neg = 1;
                a_exp_c = 5'd15-a[14:10];
                b_exp_c = 5'd15-b[14:10];
            end
            else if (a[14:10] < 5'd15 && b[14:10] >= 5'd15) begin
                a_exp_neg = 1;
                b_exp_neg = 0;
                a_exp_c = 5'd15-a[14:10];
                b_exp_c = b[14:10]-5'd15;
            end
            else if (a[14:10] >= 5'd15 && b[14:10] < 5'd15) begin
                a_exp_neg = 0;
                b_exp_neg = 1;
                a_exp_c = a[14:10]-5'd15;
                b_exp_c = 5'd15-b[14:10];
            end
            else begin
                a_exp_neg = 0;
                b_exp_neg = 0;
                a_exp_c = a[14:10]-5'd15;
                b_exp_c = b[14:10]-5'd15;
            end
            if (a_exp_neg && b_exp_neg) begin
                y_exp_neg = 1;
                y_exp_c = a_exp_c+b_exp_c;
            end
            else if (a_exp_neg && ~b_exp_neg && b_exp_c >= a_exp_c) begin
                y_exp_neg = 0;
                y_exp_c = b_exp_c-a_exp_c;
            end
            else if (a_exp_neg && ~b_exp_neg && b_exp_c < a_exp_c) begin
                y_exp_neg = 1;
                y_exp_c = a_exp_c-b_exp_c;
            end
            else if (~a_exp_neg && b_exp_neg && a_exp_c >= b_exp_c) begin
                y_exp_neg = 0;
                y_exp_c = a_exp_c-b_exp_c;
            end
            else if (~a_exp_neg && b_exp_neg && a_exp_c < b_exp_c) begin
                y_exp_neg = 1;
                y_exp_c = b_exp_c-a_exp_c;
            end
            if (~a_exp_neg && ~b_exp_neg) begin
                y_exp_neg = 0;
                y_exp_c = a_exp_c+b_exp_c;
            end
            temp_product = {1'b1,a[9:0]}*{1'b1,b[9:0]};
            if (temp_product[21]==1'b1) begin
                product_nor = temp_product >> 1;
                if (y_exp_neg) y_exp_c_nor = y_exp_c-5'd1;
                else y_exp_c_nor = y_exp_c+5'd1;
                if (y_exp_c_nor == 5'd0) y_exp_neg_nor = 0;
                else y_exp_neg_nor = y_exp_neg;
            end
            else begin
                product_nor = temp_product;
                y_exp_c_nor = y_exp_c;
                y_exp_neg_nor = y_exp_neg;
            end
            sticky = (temp_product[7:0]>=8'd1) ? 1 : 0;
            if ({product_nor[9:8],sticky} > 3'b100 ||
                ({product_nor[9:8],sticky}==3'b100 &&
                 product_nor[12] == 1)) begin
                product_round = product_nor[21:10]+1;
                if (product_round[11]==1) begin
                    y_product_mantisa = product_round[10:1];
                    if (y_exp_neg_nor) y_exp_c_round = y_exp_c_nor-5'd1;
                    else y_exp_c_nor = y_exp_c-5'd1;
                    if (y_exp_c_round == 5'd0) y_exp_neg_round = 0;
                    else y_exp_neg_round = y_exp_neg_nor;
                end
                else begin
                    y_product_mantisa = product_round[9:0];
                    y_exp_c_round = y_exp_c_nor;
                    y_exp_neg_round = y_exp_neg_nor;
                end
            end
            else begin
                product_round = product_nor[21:10];
                y_product_mantisa = product_round[9:0];
                y_exp_c_round = y_exp_c_nor;
                y_exp_neg_round = y_exp_neg_nor;
            end
            if (y_exp_neg_round && y_exp_c_round > 5'd14) begin
                y[14:0] = 15'd0;
            end
            else if (y_exp_neg_round && y_exp_c_round <= 5'd14) begin
                y[14:10] = 5'd15 - y_exp_c_round;
                y[9:0] = y_product_mantisa;
            end
            else if (~y_exp_neg_round && y_exp_c_round > (max_exp-5'd15))begin
                y[14:10] = 5'b11111;
                y[9:0] = 10'd0;
            end
            else begin
                y[14:10] = y_exp_c_round+5'd15;
                y[9:0] = y_product_mantisa;
            end
        end
    end
endmodule : fpu_16
module input_16(
    input logic clock, reset,
    input logic [9:0] data_in,
    output logic [15:0] num1, num2,
    output logic [3:0] op,
    output logic start
);
    logic count;
    always_ff @(posedge clock or posedge reset) begin
        if (reset) begin
            num1 <= 'd0;
            num2 <= 'd0;
            op <= 'd0;
            start <= 0;
            count <= 'd0;
        end
        else if (data_in[1:0] == 2'b01) begin
            if (count == 0) begin
                num1[7:0] <= data_in[9:2];
                count <= 1;
            end
            else begin
                num1[15:8] <= data_in[9:2];
                count <= 0;
            end
        end
        else if (data_in[1:0] == 2'b10) begin
            if (count == 0) begin
                num2[7:0] <= data_in[9:2];
                count <= 1;
            end
            else begin
                num2[15:8] <= data_in[9:2];
                count <= 0;
            end
        end
        else if (data_in[1:0] == 2'b11) begin
            op <= data_in[5:2];
            start <= 'd1;
        end
        else if (start)
            start <= 0;
    end
endmodule: input_16
module output_16(
    input logic clock, reset,
    input logic [15:0] ans,
    input logic done_calc,
    output logic [9:0] data_out
);
    logic count;
    always_ff @(posedge clock or posedge reset) begin
        if (reset) begin
            data_out <= 'd0;
            count <= 0;
        end
        else if (done_calc) begin
            data_out[9:2] <= ans[15:8];
            data_out[1:0] <= 2'b11;
            count <= 1;
        end
        else if (count) begin
            data_out[9:2] <= ans[7:0];
            data_out[1:0] <= 2'b11;
            count <= 0;
        end
        else
            data_out <= 'd0;
    end
endmodule: output_16
module top(
    input logic clock, reset,
    input logic [9:0] inp,
    output logic [9:0] out
);
    logic [15:0] a, b, y;
    logic [3:0] sel;
    logic signal;
    input_16 in1(.clock, .reset, .data_in(inp), .num1(a), .num2(b), .op(sel), .start(signal));
    fpu_16 calc(.a, .b_ori(b), .sel, .y);
    output_16 out1(.clock, .reset, .ans(y), .done_calc(signal), .data_out(out));
endmodule
```
**/design/flow/run.sh**
```bash
#!/bin/bash
# OpenROAD 26Q1-2900-gdf79404cd8, Yosys 0.63+post, stock flow scripts
make -C /OpenROAD-flow-scripts/flow DESIGN_CONFIG=/design/flow/config.mk WORK_HOME=/design/flow/orfs finish
```
==> reports/summary.txt <==
hold buffers post-CTS - 0
top cells by area, synth - ha_1 (12%), fa_1 (10%), dfrtp_1 (7.3%)
r2r endpoint - out1.data_out[3]
routability cong. - 1.10
worst hold path type - reg2reg
EDFF count, synth - 0
crit start category - register
first-pass iteration count of the detailed router - 8
YS chip area - 16,500 sq um
Final Critical Period - 11.35 ns
R2R Path Start - in1.num2[13]
CTS resizes - 0
Arr. time, crit path - 11.52 ns
Root Buffer Master - clkbuf_16
filler instances - 5,718
status - finished clean
Max-Cap Viols - 0
Clock Latency Late Sink - 0.30 ns
post-synth top area cell - ha_1
clk slew on worst S/H paths - 0.07 ns
Setup Buffers After CTS - 0
cell family with most CP delay - simple AND/OR/NAND/NOR gates
CTS Buffer Depth - 2
Critical Path Fanout Max - 27
vias in the first global route - 16,775
syn avg cell area - 7.16 sq um
total CTS buffers - 5
ANT nets after route - 0
First DRT Iteration DRCs - 2,065
core area - 54,000 sq um
fmax - 88.1 MHz
Site Rows - 85
critical path endpoint category - register
Worst-Margin Slew - 0.996 ns
final hold violation count - 0
FF-to-FF setup slack - 8.75 ns
Mapped Cells - 2,303
GRT Overall Usage - 23.1%
Ports - 22
RSZ-0062 raised after global routing - no
Die X-Extent - 237 microns
setup TNS - 0 ns
Sequential Area - 1200 sq um
number of remaining DRC errors - 0
worst endpoint required time - 20.27 ns
routed vias/inst - 6.09
WL final - 64,700 microns
Critical-path top delay cell - ha_1
Async S/R FF share, synth - 100%
xor/xnor share - 3.64%
Area Overhead vs Synth - 6.10%
Distinct lib cells used - 106
R2R cell count - 32
final setup fails - 0
largest net degree at the start of global routing - 49
antenna violations before repair - 1
Worst Setup SP - in1.num2[13]
Post-Synth AOI/OAI Area - 28.7%
Yosys Instances - 2,303
CP peak stage delay - 0.74 ns
WHS Path Cells - 1
Setup CP Type - reg2reg
FA/HA/MAJ Cells, Area Fraction - 22.3%
worst hold start - in1.op[3]
final slew viol count - 0
clk_skew - 0.00855 ns
Seq share, synth - 7.28%
Pre-Place Util - 30.5%
Commonest flop - dfrtp_1
H-tree levels - 2
die area - 55,900 sq um
CTS tree - done
placed cell areas - 17,300 sq um
Critical path buffers and inverters - 2
Top-area cell share - 11.9%
clk sink count - 48
tool warnings - 78
Hold Path Sink - in1.op[3]
worst slew margin relative to its limit - 33.4%
and+or+nand+nor area frac - 26.4%
Final Cycle Share - 56.5%
wire per inst - 22.0 microns
Post-Syn Area - 16,500 sq um
ys flops - 48
first-pass GRT wire length - 99,100 microns
vias - 17,863
Die H - 237 microns
number of I/O port buffers - 21
WP depth - 32
GRT overflow - 0
mux frac, synth - 4.09%
Logic family by area - AND-OR/OR-AND gates
hpwl dp - 49,900 microns
multi-input logic area - 14,100 sq um
synth warn - 3
share of layout cells above drive strength 1 - 6.79%
fin area - 17,500 sq um
-- area by class of cell --
type,instances,area share [%]
Multi-Input combinational cell,1938,80.3
Sequential cell,48,6.86
Tap cell,696,4.97
Inverter,183,3.94
Timing Repair Buffer,61,2.92
Clock buffer,5,0.715
Clock inverter,3,0.272
Antenna cell,1,0.0143
-- through the flow --
step	hold slack (ns)	instances	worst slack, ns	util [%]
after floorplan	0.469	2303	11.19	-
after detailed placement	0.524	2926	9.13	32.1
after CTS	0.541	2934	9.10	32.4
final	0.539	2935	8.75	32.4
after global routing	0.562	2934	8.23	32.4
after global placement	0.518	2926	9.29	32.1
-- worst max-delay path by stage --
stage                              end  slack [ns]
after global routing  out1.data_out[3]        8.23
final                 out1.data_out[3]        8.75
after CTS             out1.data_out[3]        9.10
-- synth_stat cells (all sizes together), types with 27 or more instances --
master	instances
a21o	29
clkbuf	107
a211oi	36
nand2	236
nand3	81
a21oi	172
ha	157
nand4	28
a31oi	36
fa	86
nor2	229
xnor2	46
nor3	68
dfrtp	48
mux2	35
and2	58
buf	27
inv	176
o21ai	150
-- sequential cells by signal, indices dropped and copies added (netlist names) --
| signal | flops |
|---|---|
| in1.num1 | 16 |
| in1.num2 | 16 |
| out1.data_out | 9 |
| in1.op | 4 |
| in1.count | 1 |
| in1.start | 1 |
| out1.count | 1 |
-- layout by cell type (no fill, tap or decap), drive strengths merged, types with 18 or more instances in the layout --
master / n
nand3: 81
nand2b: 20
clkdlybuf4s50: 21
o211ai: 24
a31oi: 36
and2: 58
inv: 176
nand4: 28
a211oi: 36
a21o: 29
and3: 25
o31ai: 22
or3: 25
dfrtp: 48
o21ai: 150
nor2b: 25
xnor2: 46
a21oi: 172
o221ai: 25
mux2: 35
xor2: 20
nor3: 68
nor4: 18
mux2i: 19
buf: 40
fa: 86
ha: 157
nor2: 229
nand2: 236
-- logic make-up after synthesis --
kind of cell | Yosys count
AND-OR/OR-AND | 698
XOR/XNOR | 67
adder cells (fa/ha/maj) | 243
buffers and inverters | 317
flip-flops | 48
multiplexers | 58
AND/OR/NAND/NOR | 872
-- layer usage --
| metal | vias up | global-route usage [%] | wire length, microns |
|---|---|---|---|
| li1 | 8224 | - | - |
| met1 | 8478 | 31.8 | 26700 |
| met2 | 984 | 35.8 | 29100 |
| met3 | 177 | 5.27 | 6320 |
| met4 | 0 | 8.03 | 2600 |
| met5 | - | 0 | 0 |
